**/design/flow/run.sh**
```bash
#!/bin/bash
# OpenROAD 26Q1-2900-gdf79404cd8, Yosys 0.63+post, stock flow scripts
make -C /OpenROAD-flow-scripts/flow DESIGN_CONFIG=/design/flow/config.mk WORK_HOME=/design/flow/orfs finish
```
**/design/flow/config.mk**
```make
export PLATFORM = sky130hd
export DESIGN_NAME = mrom_mmio
export DESIGN_NICKNAME = mrom_mmio
export VERILOG_FILES = /design/flow/design.v
export SDC_FILE = /design/flow/constraint.sdc
export NUM_CORES = 4
export LEC_CHECK = 1
export CORE_AREA = 10 10 70 70
export DIE_AREA = 0 0 80 80
export SYNTH_HDL_FRONTEND = slang
export SYNTH_MEMORY_MAX_BITS = 65536
```
**/design/flow/constraint.sdc**
```tcl
current_design mrom_mmio

set clk_period 3.7
set clk_io_pct 0.2

create_clock -name clk0 -period $clk_period [get_ports {clk}]

set non_clock_inputs [all_inputs -no_clocks]
set_input_delay [expr $clk_period * $clk_io_pct] -clock clk0 $non_clock_inputs
set_output_delay [expr $clk_period * $clk_io_pct] -clock clk0 [all_outputs]
```
**/design/flow/design.v**
```verilog
`timescale 1ns/1ps
module mrom_mmio #(
    parameter [31:0]  BROM_ADDR     = 32'h2000_0000,         
    parameter [31:0]  BASE_ADDR     = 32'h8100_5000,         
    parameter [31:0]  ROM_SIZE      = 4096,    
    parameter         INIT_FILE     = "bootrom.hex",       
    parameter         READ_ONLY     = 1'b1                   
)(
    input  wire                     clk,
    input  wire                     resetn,
    input  wire                     mem_valid,
    input  wire                     mem_instr,
    output reg                      mem_ready,
    input  wire [31:0]              mem_addr,
    input  wire [31:0]              mem_wdata,
    input  wire [3:0]               mem_wstrb,
    output reg  [31:0]              mem_rdata,
    output reg                      irq,
    input  wire                     eoi
);
    localparam [31:0]
      RW_BROM_STATUS    = BASE_ADDR + 32'h00,
      RW_BROM_CTRL      = BASE_ADDR + 32'h04,
      RO_BROM_SIZE_REG  = BASE_ADDR + 32'h08;
    localparam ADDR_WIDTH = $clog2(ROM_SIZE);
    localparam NUM_OF_CSR = 3;
    reg [31:0] ctrl_reg;
    reg [31:0] status_reg;
    reg [7:0]  rom_mem [0:(ROM_SIZE/4)-1];
    wire [31:0] wmask = { {8{mem_wstrb[3]}}, {8{mem_wstrb[2]}}, {8{mem_wstrb[1]}}, {8{mem_wstrb[0]}} };
    wire [31:0] wdata = mem_wdata & wmask;
    wire [31:0] rom_addr = mem_addr - BROM_ADDR;
    wire is_mem_area = (mem_addr >= BROM_ADDR && mem_addr < BASE_ADDR);
    wire is_csr_area = (mem_addr >= BASE_ADDR);
    wire is_mem_oom  = (is_mem_area && mem_addr > BROM_ADDR+(ROM_SIZE/4)-1);
    wire is_csr_oom  = (is_csr_area && mem_addr > BASE_ADDR+4*NUM_OF_CSR-1);
    wire ctrl_rom_en         = ctrl_reg[0];
    wire ctrl_error_irq_en   = ctrl_reg[1];         
    wire ctrl_access_irq_en  = ctrl_reg[2];         
    wire status_access_error = status_reg[0];       
    wire status_addr_error   = status_reg[1];       
    function [31:0] zext32_8;
        input [7:0] in;
        begin
            zext32_8 = {24'b0, in};
        end
    endfunction
    integer i;
    initial begin
        if (INIT_FILE != "") begin
            $readmemh(INIT_FILE, rom_mem);
        end else begin
            for (i = 0; i < ROM_SIZE/4; i = i + 1) begin
                rom_mem[i] <= 8'h00;
            end
            status_reg[2] <= 1'b1;
        end
    end
    always @(posedge clk) begin
        if (!resetn) begin
            mem_ready <= 0;
        end else mem_ready <= mem_valid && !mem_instr;
    end
    always @(posedge clk) begin: MMIO_READ
        if (!resetn) begin
            mem_rdata <= 0;
        end else if (mem_valid && (!mem_instr) && mem_wstrb == 4'b0000) begin
            if (is_mem_area && !is_mem_oom) begin
                if ((mem_addr & 32'h3) == 0) begin
                    mem_rdata <= {rom_mem[rom_addr+3], rom_mem[rom_addr+2],
                                 rom_mem[rom_addr+1], rom_mem[rom_addr]};
                end else begin
                    mem_rdata <= 32'b0;
                    status_reg[1] <= 1'b1;   
                end
            end else if (is_csr_area && !is_csr_oom) begin
                case (mem_addr)
                    RW_BROM_STATUS:    mem_rdata <= status_reg;
                    RW_BROM_CTRL:      mem_rdata <= ctrl_reg;
                    RO_BROM_SIZE_REG:  mem_rdata <= ROM_SIZE;
                    default:           mem_rdata <= 32'b0;
                endcase
            end else begin
                mem_rdata <= 32'b0;
                status_reg[1] <= 1'b1;
            end
        end else begin
            mem_rdata <= 32'b0;
        end
    end
    always @(posedge clk) begin: MMIO_WRITE
        if (!resetn) begin
            ctrl_reg <= 32'b1;
            status_reg[1:0] <= 2'b00;
        end else begin
            if (mem_valid && (!mem_instr) && mem_wstrb != 4'b0000) begin
                if (is_mem_area && !is_mem_oom) begin
                    if (READ_ONLY) begin
                        status_reg[0] <= 1'b1;       
                    end else if (ctrl_rom_en) begin
                        if ((mem_addr & 32'h3) == 0) begin
                            if (mem_wstrb[0]) rom_mem[rom_addr]   <= wdata[7:0];
                            if (mem_wstrb[1]) rom_mem[rom_addr+1] <= wdata[15:8];
                            if (mem_wstrb[2]) rom_mem[rom_addr+2] <= wdata[23:16];
                            if (mem_wstrb[3]) rom_mem[rom_addr+3] <= wdata[31:24];
                        end else begin
                            status_reg[1] <= 1'b1;   
                        end
                    end
                end else if (is_csr_area && !is_csr_oom) begin
                    case (mem_addr)
                        RW_BROM_CTRL: begin
                            if (READ_ONLY) begin
                                ctrl_reg[2:1] <= wdata[2:1];  
                                status_reg[0] <= wdata[0];
                            end else begin
                                ctrl_reg <= wdata;
                            end
                        end
                        RW_BROM_STATUS: begin
                            if (wdata[0]) status_reg[0] <= 1'b0;
                            if (wdata[1]) status_reg[1] <= 1'b0;
                        end
                        default: ;
                    endcase
                end
                status_reg[1] <= (is_mem_area && is_mem_oom || is_csr_area && is_csr_oom);
            end
        end
    end
    always @(posedge clk) begin: IRQ_GEN
        if (!resetn) begin
            irq <= 1'b0;
        end else begin
            if (eoi) begin
                irq <= 1'b0;
            end else if (ctrl_rom_en && !irq) begin
                if ((ctrl_error_irq_en && (status_access_error || status_addr_error)) ||
                    (ctrl_access_irq_en && mem_valid && (is_mem_area || is_csr_area))) begin
                    irq <= 1'b1;
                end
            end
        end
    end
endmodule
```
==> impl_metrics.csv <==
group,metric,value,unit
timing,setup_violations,0,
floorplan,chipArea,0.006400,sq mm
routing,ant_nets,0,
clock_tree,clock_latency,0.26,ns
routing,drt-total-wl,2501,microns
cells_and_area,final_layout_top_logic_cell,"clkdlybuf4s50_1",
timing,finalHoldViolCount,0,
floorplan,rows,21,
timing,clock.fmax,421.7,MHz
timing,drv_slew,0,
placement,dp_hpwl,2214,microns
floorplan,die_w,80,microns
pwr,leakage,0.0004708,uW
hold_path,holdPathEnd,"mem_rdata[0]",
worst_setup_path,path_cells,"clkdlybuf4s50_1 -> nor4b_1 -> nand3_1 -> nor4_1 -> a21boi_0",
worst_setup_path,timing.rr.start,"ctrl_reg[1]",
routing,drc_errors,0,
clock_tree,cts_sinks,9,
synth,ys_ff,9,
cells_and_area,fin_util,35.68,%
timing,fin_worst_skew,0.001701,ns
run,openroad.warnings,54,
cells_and_area,final_layout_top_logic_cells,"clkdlybuf4s50_1, conb_1, nor4_1, dfxtp_1, nor3_1",
hold_path,worstHoldStart,"status_access_error",
hold_path,hold_depth,1,
worst_setup_path,worstSetupStartpointType,"input pin",
synth,synth.cell_area,753.2,sq um
synth,area_leaders,"buf_4, dfxtp_1, nor4_1",
clock_tree,clock_path_buffers,2,
worst_setup_path,path_class,"in2reg",
worst_setup_path,path_max_fanout,3,
synth,synthCells,90,
clock_tree,cts_tree,"yes",
placement,globalplace.congestion,0.8111,
cells_and_area,final_layout_size_suffix_gt1_share,7.042,%
clock_tree,ctsHtreeMaxLevel,1,
cells_and_area,finalNonFillerCells,188,
routing,diodes,0,
synth,avgSynthCellArea,8.369,sq um
floorplan,die_y,80,microns
pwr,ir_worst_vdd,0.06504,mV
global_route,grt_antenna_before_repair,0,
run,drv_cap,0,
floorplan,num_io_pins,107,
clock_tree,clkTransAtPathRegs,0.06,ns
clock_tree,post_cts_resized,0,
global_route,grt.total_usage,7.141,%
synth,ys_cells,90,
pwr,power_density,194.3,mW/mm^2
cells_and_area,area_growth,61.79,%
cells_and_area,stdcell_area,0.001219,sq mm
synth,yosys_area,753.2,sq um
hold_path,hold_class,"reg2reg",
timing,setup_tns,0,ns
global_route,grt_max_degree,8,
worst_setup_path,worstSetupEndpointType,"flop",
placement,placedCellCount,184,
timing,post-route-min-period,2.371,ns
routing,viasPerCell,3.979,
worst_setup_path,rr_endpoint,"ctrl_reg[1]",
synth,ys_seq_share,23.92,%
timing,rsz0062_at_grt,"false",
worst_setup_path,r2r_slack,2.93,ns
global_route,grt_pass1_vias,837,
worst_setup_path,crit_arrival,2.55,ns
global_route,grt_overflow,0,
routing,first_pass_iters,2,
clock_tree,cts_buffers,3,
routing,drt-initial-drc-count,24,
cells_and_area,largest_reg_flops,4,
floorplan,coreArea,0.003416,sq mm
worst_setup_path,rr_worst_depth,3,
floorplan,initCoreUtil,22.05,%
timing,finalCritPeriodShare,64.09,%
clock_tree,cts_hold_buf,0,
synth,yosysWarnings,32,
synth,yosys.area.top_type,"buf_4",
worst_setup_path,slowest_delay,0.49,ns
synth,ys_types,31,
outcome,status,"finished clean",
timing,setup_slack,1.329,ns
clock_tree,cts_root_buffer,"clkbuf_4",
worst_setup_path,cpMaxStageDelayCell,"clkdlybuf4s50_1",
synth,top_area_share,27.91,%
clock_tree,post_cts_buffers,0,
placement,placed_area,0.001192,sq mm
placement,port_buffers,49,
placement,pre_cts_ws,1.018,ns
routing,vias,748,
global_route,grt_pass1_wl,3822,microns
routing,wl_per_cell,13.30,microns
worst_setup_path,crit_required,3.88,ns
power breakdown:
group / total (uW) / internal [uW] / switching [uW]
Clock: 75.3 / 41.5 / 33.7
Combinational: 64.1 / 45.5 / 18.6
Sequential: 97.4 / 97.3 / 0.0976
Total: 237 / 184 / 52.5
synth_stat cells:
cell type	instances
a21boi_0	1
a21oi_1	2
a41o_1	1
and2_2	1
and3_1	2
and3b_1	1
and4_4	1
and4b_1	1
and4b_2	1
buf_4	28
conb_1	1
dfxtp_1	9
inv_1	2
mux2_4	1
mux2i_1	1
nand2_1	4
nand3_1	1
nand3b_1	1
nand4_1	2
nor2_1	3
nor2_2	1
nor2b_1	2
nor3_1	5
nor3b_1	1
nor3b_2	1
nor4_1	9
nor4_4	1
nor4b_1	2
o21a_1	1
o21ai_0	2
o311a_1	1
how the worst max path moves through the flow:
stage         slack, ns      start      endpoint
finish             1.33  mem_valid  mem_rdata[1]
global route       1.12  mem_valid  mem_rdata[1]
CTS                1.27  mem_valid  mem_rdata[1]
critical path, delay by kind of cell:
kind | cells | cell delay, ns
AND/OR/NAND/NOR | 3 | 1.09
buffers and inverters | 1 | 0.49
AND-OR/OR-AND | 1 | 0.23
per-layer routing:
metal	track usage [%]	wire (microns)
met3	2.500	273
met4	1.232	46
met1	8.283	986
met5	0	0
met2	12.44	1196
per-stage QoR:
step	total power, uW	hold slack, ns
global placement	165.0	0.4618
floorplan	129.0	0.4411
CTS	241.4	0.4730
global route	249.5	0.5307
finish	236.8	0.4695
detailed placement	164.7	0.4595
kinds of logic after synthesis:
group                  after synthesis  synth area share (%)
AND-OR/OR-AND                        8                 7.310
other                                1                0.4979
multiplexers                         2                 3.322
AND/OR/NAND/NOR                     40                 36.05
flip-flops                           9                 23.92
buffers and inverters               30                 28.90
area by class of cell:
type                            instances  area (sq um)
Fill cell                             346          2197
Timing Repair Buffer                   49         490.5
Multi-Input combinational cell         78         456.7
Sequential cell                         9         180.2
Tap cell                               46         57.56
Clock buffer                            4         26.28
Inverter                                2         7.507
Power and IR drop assume default switching activity.
